===== flow/config.mk =====
export PLATFORM = sky130hd
export DESIGN_NAME = alu_control
export DESIGN_NICKNAME = alu_control
export VERILOG_FILES = /design/flow/design.v
export SDC_FILE = /design/flow/constraint.sdc
export NUM_CORES = 4
export LEC_CHECK = 1
export CORE_AREA = 10 10 70 70
export DIE_AREA = 0 0 80 80

===== flow/constraint.sdc =====
current_design alu_control

set clk_period 1.0
set clk_io_pct 0.2

create_clock -name clk0 -period $clk_period

set non_clock_inputs [all_inputs -no_clocks]
set_input_delay [expr $clk_period * $clk_io_pct] -clock clk0 $non_clock_inputs
set_output_delay [expr $clk_period * $clk_io_pct] -clock clk0 [all_outputs]

===== flow/design.v =====
`timescale 1ns / 1ps
module alu_control(funct,aluop,aluctl);
    input wire [5:0] funct;
    input wire [1:0] aluop;
    output reg [3:0] aluctl;
	reg [3:0] _funct;
	always @(*) begin
		case(funct[3:0])
			4'd0:  _funct = 4'd2;	 
			4'd2:  _funct = 4'd6;	 
			4'd5:  _funct = 4'd1;	 
			4'd6:  _funct = 4'd13;	 
			4'd7:  _funct = 4'd12;	 
			4'd10: _funct = 4'd7;	 
			default: _funct = 4'd0;
		endcase
	end
	always @(*) begin
		case(aluop)
			2'd0: aluctl = 4'd2;	 
			2'd1: aluctl = 4'd6;	 
			2'd2: aluctl = _funct;
			2'd3: aluctl = 4'd2;	 
			default: aluctl = 0;
		endcase
	end
endmodule

===== flow/run.sh =====
#!/bin/bash
# OpenROAD 26Q1-2900-gdf79404cd8, Yosys 0.63+post, stock flow scripts
make -C /OpenROAD-flow-scripts/flow DESIGN_CONFIG=/design/flow/config.mk WORK_HOME=/design/flow/orfs finish

==> results_dict.tcl <==
# collected from the flow reports
set metrics [dict create \
    track_usage_pct 1.547 \
    synthXorXnorAreaFrac_pct 7.292 \
    flops 0 \
    fin_crit_ns 1.156 \
    core_um2 3416 \
    totalWireLength_um 566 \
    ys_top_cells_by_area "ha_1, and4bb_2, mux2_1" \
    ir_worst_vdd_mv 0.03387 \
    logic_family "simple AND/OR/NAND/NOR gates" \
    port_buffers 10 \
    syn_inst 15 \
    n_fill_cell 410 \
    postSynthAreaPerCell_um2 8.008 \
    grt_use_met3_pct 0.7955 \
    wl_per_cell_um 7.447 \
    status "finished with violations" \
    num_antenna_cells 0 \
    overflow 0 \
    register_area_um2 0 \
    p_leak_nw 0.1231 \
    yosys_warnings 1 \
    num_vias 180 \
    cp-start-kind "input pin" \
    busiest_layer "met2" \
    critPathArrivalTime_ns 0.96 \
    max_slew.worst_pin.slew_ns 0.1878 \
    gp_congestion 0.5858 \
    setup_tns_ns -0.4507 \
    drtIter0Drc 0 \
    power_density_nw_per_um2 314.6 \
    synth_seq_share_pct 0 \
    grt_max_degree 6 \
    drv_cap 0 \
    chipArea_um2 6400 \
    grt_pass1_vias 159 \
    synth_top_area_share_pct 20.83 \
    mostFrequentLayoutCells "buf_2, buf_4, buf_6" \
    rsz0062_at_grt "yes" \
    ioPinCount 12 \
    viasPerCell 2.368 \
    mux_share_pct 9.375 \
    grt_first_pass_wirelength_um 814 \
    synth_area_leader_cell "ha_1" \
    use_met1_pct 2.109 \
    instances_no_fill 76 \
    final_core_util_pct 9.304 \
    fmax_mhz 865.0 \
    hold_viol_final 0 \
    total_power_mw 0.09999 \
    grt_use_met2_pct 2.247 \
    cp-end-kind "primary output" \
    ys_cells 15 \
    rows 21 \
    setup_viol_count_final 4 \
    layout_setup_ws_ns -0.1561 \
    violations "negative setup slack" \
    ys_sh_aoi_pct 20.83 \
    warnings 37 \
    drive_above_1_share_pct 73.33 \
    required_ns 0.80 \
    syn2layout_area_growth_pct 164.6 \
    hold_ws_ns 0.7011 \
    drt-pass1-iter-count 1 \
    synth_cell_types 13 \
    cts_hold_buffers 0 \
    die_h_um 80 \
    drv_slew 0 \
    die_x_um 80 \
    crit_type "input pin to primary output" \
    simple_gate_area_share_pct 35.42 \
    clkbuf_count 0 \
    antenna_found_initial 0 \
    postRouteAntennaNets 0 \
    drc_errors 0 \
    ys_area_um2 120.1 \
    max_slew_margin_pct 87.45 \
    syn_area_um2 120.1 \
    initCoreUtil_pct 3.516 \
    logic_area_um2 142.6 \
    crit_fanout 4 \
    worst_hold_path_type "input pin to primary output" \
    ys_sh_adder_pct 20.83 \
    fin_crit_sh_pct 115.6 \
    dp_cells 75 \
    lay_top_count "buf_2" \
]
-- synth_stat cells --
cell       count
a311o_1        1
and4bb_2       1
ha_1           2
inv_1          2
mux2_1         1
nand2_1        1
nand2b_1       1
nand3b_1       1
nor2_1         1
nor4b_1        1
o22ai_1        1
o2bb2ai_1      1
xnor2_1        1
-- kinds of logic after synthesis --
family	count (synthesis)
XOR/XNOR	1
adder cells (fa/ha/maj)	2
AND-OR/OR-AND	3
AND/OR/NAND/NOR	6
buffers and inverters	2
multiplexers	1
-- worst paths after layout --
path                  from        end  slack, ns  cells past startpoint
hold / removal    funct[3]  aluctl[3]       0.70                      3
setup / recovery  aluop[0]  aluctl[1]      -0.16                      6
-- critical path, cell delays in order --
cell	delay (ns)
buf_8	0.08
inv_4	0.03
ha_4	0.15
buf_6	0.11
a311o_1	0.25
buf_2	0.13
-- report_power, final --
| group | leakage (nW) | internal (mW) | switching [mW] |
|---|---|---|---|
| Sequential | 0 | 0 | 0 |
| Combinational | 0.123 | 0.0604 | 0.0396 |
| Clock | 0 | 0 | 0 |
-- what timing repair did --
action	in CTS	in global routing
setup endpoints to repair	4	4
hold endpoints to repair	0	0
cloned	0	0
gates resized	49	1
pin swaps	6	3
setup buffers	1	0
-- routing by layer --
layer  vias to the layer above  routed length (µm)  share of wire [%]
met5                         -                   0                  0
met4                         0                   0                  0
met3                         0                  52                9.2
met2                         6                 230                 41
met1                        87                 283                 50
li1                         87                   -                  -
-- layout make-up --
class	instances	share of cell area [%]
Inverter	2	3.150
Tap cell	46	18.11
Timing Repair Buffer	15	33.86
Multi-Input combinational cell	13	44.88
-- per-stage QoR --
| step | setup WS (ns) | instance area [µm²] |
|---|---|---|
| 2_1_floorplan | 0.05770 | 120.1 |
| 3_3_place_gp | -0.9839 | 307.8 |
| 3_5_place_dp | -0.9973 | 307.8 |
| 4_1_cts | -0.1708 | 314.1 |
| 5_1_grt | -0.1787 | 317.8 |
| 6_report | -0.1561 | 317.8 |
Power figures rest on the tool's default switching activity, not on a simulated workload.
